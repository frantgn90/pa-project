==> flow/design.v <==
module arbiter (
	input wire clk,
	input wire reset,
	input wire ic_read_req,
	output reg ic_read_ack = 0,
	input wire [32-1:0] ic_read_addr,
	output reg [128-1:0] ic_read_data = 0,
	input wire dc_read_req,
	output reg dc_read_ack = 0,
	input wire [32-1:0] dc_read_addr,
	output reg [128-1:0] dc_read_data = 0,
	input wire dc_write_req,
	output reg dc_write_ack = 0,
	input wire [32-1:0] dc_write_addr,
	input wire [128-1:0] dc_write_data,
	output reg mem_enable = 0,
	output reg mem_rw = 1,	 
	input wire mem_ack,
	output reg [32-1:0] mem_addr = 0,
	output reg [128-1:0] mem_data_in = 0,
	input wire [128-1:0] mem_data_out
);
reg [1:0] arb_state = 2'b00;
always @(posedge clk) begin
	case (arb_state)
		2'b00: begin  
			mem_enable = 1'b0;
			if (dc_write_req) begin
				arb_state = 2'b10;
				mem_rw = 0;
				mem_addr = dc_write_addr;
				mem_data_in = dc_write_data;
				mem_enable = 1;
			end else if (dc_read_req) begin
				arb_state = 2'b11;
				mem_rw = 1;
				mem_addr = dc_read_addr;
				mem_enable = 1;
			end else if (ic_read_req) begin
				arb_state = 2'b01;
				mem_rw = 1;
				mem_addr = ic_read_addr;
				mem_enable = 1;
			end
		end
		2'b01: begin  
			if (mem_ack & mem_enable) ic_read_data = mem_data_out;
			ic_read_ack = mem_ack;
			mem_enable = ic_read_req;
		end
		2'b10: begin  
			dc_write_ack = mem_ack;
			mem_enable = dc_write_req;
		end
		2'b11: begin  
			if (mem_ack & mem_enable) dc_read_data = mem_data_out;
			dc_read_ack = mem_ack;
			mem_enable = dc_read_req;
		end
	endcase
	if (!mem_enable & !mem_ack) arb_state <= 2'b00;
	if (reset) arb_state <= 2'b00;
end
endmodule
==> flow/run.sh <==
#!/bin/bash
# OpenROAD 26Q1-2900-gdf79404cd8, Yosys 0.63+post, stock flow scripts
make -C /OpenROAD-flow-scripts/flow DESIGN_CONFIG=/design/flow/config.mk WORK_HOME=/design/flow/orfs finish
==> flow/config.mk <==
export PLATFORM = sky130hd
export DESIGN_NAME = arbiter
export DESIGN_NICKNAME = arbiter
export VERILOG_FILES = /design/flow/design.v
export SDC_FILE = /design/flow/constraint.sdc
export NUM_CORES = 4
export LEC_CHECK = 1
export CORE_AREA = 10 10 303 303
export DIE_AREA = 0 0 313 313
==> flow/constraint.sdc <==
current_design arbiter

set clk_period 14.2
set clk_io_pct 0.2

create_clock -name clk0 -period $clk_period [get_ports {clk}]

set non_clock_inputs [all_inputs -no_clocks]
set_input_delay [expr $clk_period * $clk_io_pct] -clock clk0 $non_clock_inputs
set_output_delay [expr $clk_period * $clk_io_pct] -clock clk0 [all_outputs]
==> flow_metrics.tcl <==
# metrics dict for downstream scripts
set metrics [dict create \
    cts_tree "yes" \
    crit_path_start_kind "input port" \
    rsz0062_at_grt "no" \
    coreArea_um2 85150 \
    path_depth 4 \
    maxCapViolations 0 \
    fin_cells 2556 \
    yosysCellCount 554 \
    drive_above_1_share_pct 5.548 \
    min_path_type "register to register" \
    ys.flops 423 \
    dp_slack_ps 8490 \
    finalSetupViolations 0 \
    viasPerCell 3.422 \
    hold-path-endpoint "arb_state[1]$_SDFFE_PP0P_" \
    io-pin-count 779 \
    fp.dieH_um 313 \
    grt.overflow.total 0 \
    io_buffers 778 \
    seq_area_um2 12670 \
    worstPathRequired_ps 14400 \
    fillers 8478 \
    yosys-top-cells-count "edfxtp_1, mux2i_1, nand2_1, o21ai_0, o21ai_1" \
    cp_top_family "buffers and inverters" \
    worst_ep_arrival_time_ps 5330 \
    holdWs_ps 765.9 \
    ys_warn_count 1 \
    grt_max_degree 70 \
    synthesis.area_um2 13510 \
    warnings 25 \
    grt_pass1_vias 9700 \
    yosysTopAreaCellShare_pct 93.35 \
    path_max_fanout 58 \
    grt_pass1_wl_mm 82.74 \
    cp-end-kind "register" \
    area_growth_pct 78.26 \
    crit_chain "clkdlybuf4s50_1 > and3_4 > buf_4 > buf_4" \
    path_clk_slew_ps 60 \
    cpMostUsedCell "buf_4" \
    drtIter0Drc 477 \
    cts_buffers 46 \
    most_common_cell "edfxtp_1" \
    fin_skew_ps 14.98 \
    synthArstFlopShare_pct 0 \
    critPathKind "input port to register" \
    yosysUniqueCellTypes 24 \
    dp_hpwl_mm 53.27 \
    r2r-end "ic_read_data[84]$_DFFE_PP_" \
    antenna_found_initial 28 \
    logic_area_um2 755.7 \
    grt_use_total_pct 12.62 \
    outcome "finished, final reports clean" \
    topCellsByArea "edfxtp_1, mux2i_1, nand2_1" \
    slew_headroom_pct 41.74 \
    die_w_um 313 \
    dp.cells 2472 \
    p_per_area_nw_per_um2 117.7 \
    fin_crit_ps 5133 \
    first_pass_iters 4 \
    wl_per_cell_um 24.49 \
    synth_area_leader_cell "edfxtp_1" \
    clk_latency_ps 570 \
    leakage_uw 0.008025 \
    drc 0 \
    rows 107 \
    crit_slowest_cell "buf_4" \
    crit_buf_inv 3 \
    worstMarginPinSlew_ps 873.9 \
    synth-main-ff-cell "edfxtp_1" \
    cts_resized 0 \
    num_vias 8746 \
    cts_hold_buf 0 \
    timing.fmax_mhz 194.8 \
    ir_drop_mv 0.09223 \
    fp_util_pct 15.87 \
    critPathMaxStageDelay_ps 740 \
    worstHoldStart "arb_state[1]$_SDFFE_PP0P_" \
    period_used_pct 36.15 \
    fin_tns_setup_ps 0 \
    reg2regPathDepth 4 \
    synth_cells 554 \
    edf_count 420 \
    ant_nets 0 \
    chipArea_um2 97970 \
    yosys-stat-area_um2 13510 \
    min_path_cells 2 \
    postSynthSeqShare_pct 93.80 \
    hold_viol_final 0 \
    clock_path_buffers 3 \
    cts.sinks 423 \
    cts_setup_buffers 0 \
    gp_congestion 0.8866 \
    power.total_uw 2836 \
    htreeDepth 2 \
    slew_viol_final 0 \
    wirelength_mm 62.60 \
    root_buffer "clkbuf_16" \
    ff2ff_setup_slack_ps 10940 \
    worst_slack_ps 9067 \
    avgSynthCellArea_um2 24.39 \
    worstReg2RegStart "arb_state[0]$_SDFFE_PP0P_" \
]
## kinds of logic after synthesis
logic type             synth area share [%]
buffers and inverters                0.7593
and+or+nand+nor                       1.611
DFF                                   93.80
AOI/OAI and AO/OA                     1.463
muxes                                 2.371
## worst max path at each step
| stage | to | slack [ps] | startpoint |
|---|---|---|---|
| CTS | dc_read_data[85]$_DFFE_PP_ | 9100 | mem_ack |
| finish | ic_read_data[84]$_DFFE_PP_ | 9070 | mem_ack |
| global route | mem_data_in[11]$_DFFE_PP_ | 8950 | dc_write_req |
## worst register-to-register path, stage by stage, from the launching register on
cell and delay (ps):
dfxtp_1 720, nor2b_1 280, and3_4 440, buf_4 600, buf_4 790
## routing by layer
metal	part of all wire, %	routed length, µm	GRT usage, %
met1	35	21760	14.16
met2	45	28310	19.19
met3	17	10680	9.584
met4	2.6	1615	2.458
met5	0.37	230	0
## registers in the layout (all words and copies together) (netlist names)
| name | count |
|---|---|
| mem_addr | 32 |
| mem_rw | 1 |
| dc_write_ack | 1 |
| mem_enable | 1 |
| arb_state | 2 |
| mem_data_in | 128 |
| dc_read_ack | 1 |
| dc_read_data | 128 |
| ic_read_data | 128 |
| ic_read_ack | 1 |
## final cells by class
cell class                      count  share of cell area, %
Multi-Input combinational cell    117                  3.138
Tap cell                         1144                  5.943
Timing Repair Buffer              787                  32.57
Inverter                            1                0.01559
Sequential cell                   423                  52.62
Antenna cell                        6                0.06234
Clock inverter                     21                 0.7013
Clock buffer                       57                  4.951
## report_power, final
| group | switching (µW) | total (µW) | internal [µW] |
|---|---|---|---|
| logic | 96.7 | 273 | 176 |
| registers | 22.9 | 1470 | 1450 |
| clock network | 466 | 1100 | 629 |
## placed cells by master, fill, tap and decap left out
cell type / netlist / final
clkdlybuf4s50_1: 0 / 776
edfxtp_1: 420 / 420
clkbuf_16: 0 / 46
mux2i_1: 32 / 32
nand2_1: 32 / 32
o21ai_0: 23 / 23
clkbuf_1: 3 / 11
o21ai_1: 9 / 9
buf_4: 5 / 9
clkinv_2: 0 / 8
clkinv_1: 0 / 7
diode_2: 0 / 6
nor2_1: 3 / 3
nor2b_1: 3 / 3
dfxtp_1: 3 / 3
inv_6: 0 / 3
nor3_2: 0 / 2
nand3_1: 2 / 2
and3_4: 0 / 2
a211oi_1: 2 / 2
bufinv_16: 0 / 2
buf_2: 1 / 2
or2_2: 1 / 1
inv_1: 1 / 1
o21bai_1: 1 / 1
nand2b_4: 1 / 1
and2_1: 1 / 1
and3b_1: 1 / 1
a21oi_1: 1 / 1
o21ba_2: 1 / 1
clkinv_8: 0 / 1
## per-stage QoR
step / util [%] / instance area [µm²]
2_1_floorplan: - / 13510
3_3_place_gp: 26.67 / 22710
3_5_place_dp: 26.67 / 22710
4_1_cts: 28.27 / 24070
5_1_grt: 28.28 / 24080
6_report: 28.29 / 24080
